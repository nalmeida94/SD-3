File: ./design.v
module ID_EXE(
input clock,
input reset,
input stall,
input ID_UC_PC_Signal_Write,
input ID_UC_MEM_INST_WE,
input ID_UC_B_R_RegDst,
input ID_UC_B_R_Signal_Read,
input ID_UC_B_R_Signal_Write,
input ID_UC_ULA_Fonte,
input ID_UC_Enable_Ula,
input ID_UC_MEM_DADO_WE,
input ID_UC_PC_FontePC,
input ID_UC_MemPara_B_Reg,
input [2:0] ID_INSTRUC_OPCODE,
input [4:0] ID_INSTRUC_R_OPULA,
input ID_INSTRUC_BRANCH_OP,
input [3:0] ID_INSTRUC_BRANCH_COND,
input [31:0] ID_PC_NEXT_INS_OUT,
input [31:0] ID_EXTENSOR_DE_SINAL_OUT,
input [31:0] ID_B_R_Out_1,
input [31:0] ID_B_R_Out_2,
input ID_ULA_MUX_Fonte,
input ID_ULA_Enable,
input [31:0] ID_PC_NEXT_INS_IN,
output reg EXE_UC_PC_Signal_Write,
output reg EXE_UC_MEM_INST_WE,
output reg EXE_UC_B_R_RegDst,
output reg EXE_UC_B_R_Signal_Read,
output reg EXE_UC_B_R_Signal_Write,
output reg EXE_UC_ULA_Fonte,
output reg EXE_UC_Enable_Ula,
output reg EXE_UC_MEM_DADO_WE,
output reg EXE_UC_PC_FontePC,
output reg EXE_UC_MemPara_B_Reg,
output reg [2:0] EXE_INSTRUC_OPCODE,
output reg [4:0] EXE_INSTRUC_R_OPULA,
output reg EXE_INSTRUC_BRANCH_OP,
output reg [3:0] EXE_INSTRUC_BRANCH_COND,
output reg [31:0] EXE_PC_NEXT_INS_OUT,
output reg [31:0] EXE_EXTENSOR_DE_SINAL_OUT,
output reg [31:0] EXE_B_R_Out_1,
output reg [31:0] EXE_B_R_Out_2,
output reg EXE_ULA_MUX_Fonte,
output reg EXE_ULA_Enable,
output reg [31:0] EXE_PC_NEXT_INS_IN
	);
always @(posedge clock) begin
	EXE_UC_PC_Signal_Write	<= (reset) ? 1'b0 : ((stall) ? EXE_UC_PC_Signal_Write : ID_UC_PC_Signal_Write);
	EXE_UC_MEM_INST_WE		<= (reset) ? 1'b0 : ((stall) ? EXE_UC_MEM_INST_WE : ID_UC_MEM_INST_WE);
	EXE_UC_B_R_RegDst			<= (reset) ? 1'b0 : ((stall) ? EXE_UC_B_R_RegDst : ID_UC_B_R_RegDst);
	EXE_UC_B_R_Signal_Read	<= (reset) ? 1'b0 : ((stall) ? EXE_UC_B_R_Signal_Read : ID_UC_B_R_Signal_Read);
	EXE_UC_B_R_Signal_Write	<= (reset) ? 1'b0 : ((stall) ? EXE_UC_B_R_Signal_Write : ID_UC_B_R_Signal_Write);
	EXE_UC_ULA_Fonte			<= (reset) ? 1'b0 : ((stall) ? EXE_UC_ULA_Fonte : ID_UC_ULA_Fonte);
	EXE_UC_Enable_Ula			<= (reset) ? 1'b0 : ((stall) ? EXE_UC_Enable_Ula : ID_UC_Enable_Ula);
	EXE_UC_MEM_DADO_WE		<= (reset) ? 1'b0 : ((stall) ? EXE_UC_MEM_DADO_WE : ID_UC_MEM_DADO_WE);
	EXE_UC_PC_FontePC			<= (reset) ? 1'b0 : ((stall) ? EXE_UC_PC_FontePC : ID_UC_PC_FontePC);
	EXE_UC_MemPara_B_Reg		<= (reset) ? 1'b0 : ((stall) ? EXE_UC_MemPara_B_Reg : ID_UC_MemPara_B_Reg);
	EXE_INSTRUC_OPCODE		<= (reset) ? 3'b0 : ((stall) ? EXE_INSTRUC_OPCODE : ID_INSTRUC_OPCODE);
	EXE_INSTRUC_R_OPULA		<= (reset) ? 5'b0 : ((stall) ? EXE_INSTRUC_R_OPULA : ID_INSTRUC_R_OPULA);
	EXE_INSTRUC_BRANCH_OP	<= (reset) ? 1'b0 : ((stall) ? EXE_INSTRUC_BRANCH_OP : ID_INSTRUC_BRANCH_OP);
	EXE_INSTRUC_BRANCH_COND	<= (reset) ? 4'b0 : ((stall) ? EXE_INSTRUC_BRANCH_COND : ID_INSTRUC_BRANCH_COND);
	EXE_PC_NEXT_INS_OUT		<= (reset) ? 32'b0 : ((stall) ? EXE_PC_NEXT_INS_OUT : ID_PC_NEXT_INS_OUT);
	EXE_EXTENSOR_DE_SINAL_OUT<= (reset) ? 32'b0 : ((stall) ? EXE_EXTENSOR_DE_SINAL_OUT : ID_EXTENSOR_DE_SINAL_OUT);
	EXE_B_R_Out_1				<= (reset) ? 32'b0 : ((stall) ? EXE_B_R_Out_1 : ID_B_R_Out_1);
	EXE_B_R_Out_2				<= (reset) ? 32'b0 : ((stall) ? EXE_B_R_Out_2 : ID_B_R_Out_2);
	EXE_ULA_MUX_Fonte			<= (reset) ? 1'b0 : ((stall) ? EXE_ULA_MUX_Fonte : ID_ULA_MUX_Fonte);
	EXE_ULA_Enable				<= (reset) ? 1'b0 : ((stall) ? EXE_ULA_Enable : ID_ULA_Enable);
	EXE_PC_NEXT_INS_IN		<= (reset) ? 32'b0 : ((stall) ? EXE_PC_NEXT_INS_IN : ID_PC_NEXT_INS_IN);
end
endmodule
File: ./run.sh
#!/bin/bash
# OpenROAD 26Q1-2900-gdf79404cd8, Yosys 0.63+post, stock flow scripts
make -C /OpenROAD-flow-scripts/flow DESIGN_CONFIG=/design/flow/config.mk WORK_HOME=/design/flow/orfs finish
File: ./config.mk
export PLATFORM = sky130hd
export DESIGN_NAME = ID_EXE
export DESIGN_NICKNAME = ID_EXE
export VERILOG_FILES = /design/flow/design.v
export SDC_FILE = /design/flow/constraint.sdc
export NUM_CORES = 4
export LEC_CHECK = 1
export CORE_AREA = 10 10 227 227
export DIE_AREA = 0 0 237 237
File: ./constraint.sdc
current_design ID_EXE

set clk_period 1.1
set clk_io_pct 0.2

create_clock -name clk0 -period $clk_period [get_ports {clock}]

set non_clock_inputs [all_inputs -no_clocks]
set_input_delay [expr $clk_period * $clk_io_pct] -clock clk0 $non_clock_inputs
set_output_delay [expr $clk_period * $clk_io_pct] -clock clk0 [all_outputs]
==> qor.txt <==
Outcome - finished with violations
Violated checks - setup timing
Cell types with the largest area share after synthesis - sky130_fd_sc_hd__dfxtp_1 (56%), sky130_fd_sc_hd__mux2i_1 (28%), sky130_fd_sc_hd__nor2_1 (10%)
Power Density - 1380 mW/mm^2
Sequential area share after synthesis - 55.8%
Unrepaired setup endpoints after global routing - yes
Finished Layout Cells - 1612
Routability congestion estimate from global placement - 0.773
Area fraction of the dominant cell type after synthesis - 55.8%
Proportion of power drawn by flip-flops and latches - 47.3%
Startpoint of the most critical hold path - reset
Final period demand of the worst path - 1210 ps
Antenna Cells - 0
GR Overflow Total - 0
# setup viols final - 185
Lkg Pwr - 5.29 nW
Fillcell total - 4954
Final period util - 110%
Number of buffers between clock root and the deepest sink - 2
Number of core rows - 79
Clock-pin transition on the worst setup and hold timing paths - 70 ps
Cell types with the highest counts after synthesis - sky130_fd_sc_hd__dfxtp_1 (185), sky130_fd_sc_hd__mux2i_1 (185), sky130_fd_sc_hd__nor2_1 (185)
Internal power contribution - 11.6 mW
Clock power share - 38.6%
Gate count of the mapped netlist - 597
Reg-to-Reg Start - EXE_PC_NEXT_INS_IN[9]
Floorplan-stage core utilization - 14.2%
M1 WL - 9.60 mm
Chain of cells forming the critical path - buf_6
Type of element launching the critical path - flip-flop
YS warnings - 1
Crit path from - EXE_PC_NEXT_INS_IN[9]
Required time of the critical path - 880 ps
Number of logged tool warnings - 27
Insertion delay of the later-clocked pin in the worst-skew pair - 470 ps
Count of hold-fix buffers inserted at cts - 0
Area figure in the yosys stat output - 0.00663 mm^2
Dpl hpwl - 18.3 mm
Dominant synthesized flop cell - sky130_fd_sc_hd__dfxtp_1
Vias per Instance - 3.41
Final routed wirelength across all metal layers - 23.6 mm
Fmax achieved - 823 MHz
Cell type of the slowest stage on the worst timing path - sky130_fd_sc_hd__dfxtp_4
Worst setup EP type - primary output
CTS buffer count - 17
Logic pwr share - 14.1%
Number of global-route vias before repair - 5722
Top Ports - 373
Chip area - 0.0562 mm^2
Setup Skew - 0 ps
Switching part of the total power - 25.6%
Post-synth EDFFs - 0
Total length of routed met3 wires - 2.02 mm
Count of buffers inserted at the top-level ports - 372
Smallest hold slack - 102 ps
Power dissipated by switching net loads - 3.98 mW
Cell taking the most area after synthesis - sky130_fd_sc_hd__dfxtp_1
Num Clock Sinks - 185
Average wire length per cell after detail routing - 14.6 um
Data arrival time at the worst-slack endpoint - 990 ps
Initial antenna violation count - 0
Crit path buf inv count - 1
Uppermost layer routed - met4
Chip height - 237 um
Per-instance average area after synthesis - 11.1 um^2
Transition time at the pin with the least slew margin - 339 ps
Utilization of the core after routing - 24.2%
Core Box Area - 0.0466 mm^2
Ratio of cells with drive above 1 in the final layout - 44.8%
Maximum cell stage delay along the critical path - 410 ps
Drc violations - 0
Type of the most critical hold path - in -> reg
First-pass iteration count of the detailed router - 4
Critical path peak fanout - 2
TritonCTS clock tree - yes
Registers, synthesis - 185
Total routing resource utilization after global routing - 8.09%
Hold violation count in the final report - 0
Number of placed instances, taps included - 1570
Post-synthesis async set-or-reset flop share - 0%
Largest delay contributor family on the critical path - flip-flops
Setup slack after placement - -180 ps
Maximum level of the CTS H-tree - 4
Number of distinct standard cells referenced by the synthesized netlist - 9
Post-route setup slack - -115 ps
Global-route wire length before repair - 35.6 mm
Area added between synthesis and finish - 70.0%
Total standard cell area after synthesis - 0.00663 mm^2
Remaining number of nets flagged by the antenna check after routing - 0
Clock Tree Root - sky130_fd_sc_hd__clkbuf_16
Maximum number of pins on one net before global-route repair - 67
Number of maximum-capacitance constraint violations - 0
Kind of critical path - reg -> out
Post-synthesis cell count from yosys - 597
1st-iter DRT viols - 175
Largest vdd supply drop - 1.07 mV
Pins over their slew limit - 0
Total via count in the routed design - 5497
Routed wl met2 - 11.4 mm
Max transition margin - 77.4%
Die Span X - 237 um
[final timing paths]
check	end	slack [ps]	cells past startpoint
setup / recovery	EXE_PC_NEXT_INS_IN[9]	-110	1
setup reg to reg	EXE_PC_NEXT_INS_IN[9]	180	4
hold / removal	EXE_PC_NEXT_INS_IN[9]	100	3
hold reg to reg	EXE_B_R_Out_2[16]	480	2
[tightest hold or removal path, delay by kind of cell]
family	cells	cell delay, ps
buffers and inverters	2	260
AND/OR/NAND/NOR	1	70
[cells by family after synthesis]
logic type             synth area share [%]
multiplexers                           27.9
AND/OR/NAND/NOR                        10.5
flip-flops                             55.8
buffers and inverters                  5.79
[cell type report]
| type | count | area (um^2) | area share [%] |
|---|---|---|---|
| timing repair buffer | 418 | 3470 | 30.8 |
| clock buffer | 17 | 425 | 3.77 |
| multi-input combinational | 370 | 2550 | 22.6 |
| clock inverter | 15 | 134 | 1.19 |
| tap | 607 | 759 | 6.73 |
| sequential | 185 | 3940 | 34.9 |
[state kept, by name (all words and copies together), names as in the netlist, 3 cells and up]
name / count
EXE_INSTRUC_BRANCH_COND: 4
EXE_PC_NEXT_INS_IN: 32
EXE_EXTENSOR_DE_SINAL_OUT: 32
EXE_B_R_Out_1: 32
EXE_B_R_Out_2: 32
EXE_INSTRUC_OPCODE: 3
EXE_INSTRUC_R_OPULA: 5
EXE_PC_NEXT_INS_OUT: 32
[through the flow]
| stage | setup TNS (ps) | cell area (um^2) | power, mW |
|---|---|---|---|
| 6_report | -4980 | 11300 | 15.6 |
| 5_1_grt | -14590 | 11300 | 16.4 |
| 4_1_cts | -18170 | 11200 | 15.9 |
| 3_5_place_dp | -324 | 11200 | 9.98 |
| 3_3_place_gp | -179 | 11200 | 9.95 |
| 2_1_floorplan | 0 | 6630 | 8.21 |
[power by group through the flow]
stage | clock network [mW] | logic, mW | registers [mW]
6_report | 6.00 | 2.20 | 7.37
5_1_grt | 6.53 | 2.41 | 7.42
4_1_cts | 6.36 | 2.22 | 7.37
[layer usage]
layer	up-vias	track usage [%]
li1	2761	-
met1	2519	9.74
met2	195	13.5
met3	22	3.17
met4	0	1.56
met5	-	0
[what timing repair did]
item | 4_1_cts | 5_1_grt
setup buffers | 6 | 4
setup endpoints to repair | 185 | 185
gates resized | 813 | 9
[cells in the final DEF, fill, tap and decap left out, drive strengths merged]
cell           Yosys  layout
clkdlybuf4s50      0     185
clkbuf             4      17
dfxtp            185     185
inv                0       7
clkinv             0       6
nor2             185     185
mux2i            185     185
clkinvlp           0       2
buf               38     233
No activity file was given, so power comes from the tool's default toggle rates.
