File: flow/design.v
module detector_de_flags(
			Enable,
			Data,
			Signal_A,
			Signal_B,
			Signal_Result,
			Seletion_Sum_Sub,
			Overflow,
			Zero
			);
input wire [31:0] Data;
input wire Enable, Signal_A, Signal_B, Signal_Result, Seletion_Sum_Sub;
wire or_Data;
output wire Overflow, Zero;
assign Overflow = (
						~Signal_A & ~Signal_B & Signal_Result & ~Seletion_Sum_Sub |	
						Signal_A & Signal_B & ~Signal_Result & ~Seletion_Sum_Sub | 
						~Signal_A & Signal_B & Signal_Result & Seletion_Sum_Sub |
						Signal_A & ~Signal_B & ~Signal_Result & Seletion_Sum_Sub
						) & Enable;
assign or_Data = |Data[31:0];					
assign Zero = ~or_Data;
endmodule
module ula_32_bits(
			Selection,
			Enable,
			Data_A,
			Data_B,
			Data_out,
			Signal,
			Overflow,
			Carry_out,
			Zero,
			Ready,
			);
parameter 
				Opcode_not 				= 5'd0,
				Opcode_and 				= 5'd1,
				Opcode_and_not_A 		= 5'd2,
				Opcode_and_not_B 		= 5'd3,
				Opcode_nand 			= 5'd4,
				Opcode_or 				= 5'd5,
				Opcode_or_not_A 		= 5'd6,
				Opcode_or_not_B 		= 5'd7,
				Opcode_nor 				= 5'd8,
				Opcode_xor 				= 5'd9,
				Opcode_xnor 			= 5'd10,
				Opcode_add 				= 5'd11,
				Opcode_add_inc 		= 5'd12,
				Opcode_inc_A 			= 5'd13,
				Opcode_sub 				= 5'd14,
				Opcode_sub_dec 		= 5'd15,
				Opcode_dec_A 			= 5'd16,
				Opcode_lsl 				= 5'd17,
				Opcode_rsl 				= 5'd18,
				Opcode_asr 				= 5'd19
				;
input [31:0] Data_A, Data_B;
input [4:0] Selection;
input Enable;
reg [32:0] S;
reg Seletion_Sum_Sub_reg, Enable_overflow_reg;
wire Seletion_Sum_Sub, Enable_overflow, Overflow_wire, Zero_wire, Signal_A, Signal_B, Signal_Result;
output reg [31:0] Data_out;
output reg Overflow, Signal, Carry_out, Zero, Ready;
initial begin
	Ready = 1'b0;
	Overflow = 1'b0;
	Signal = 1'b0;
	Carry_out = 1'b0;
	Zero = 1'b0;
end
always @(*) begin
	if(Selection == Opcode_add | Selection == Opcode_add_inc | Selection == Opcode_inc_A | 
		Selection == Opcode_sub | Selection == Opcode_sub_dec |Selection == Opcode_dec_A) begin
		Enable_overflow_reg = 1'b1;
	end
	else begin
		Enable_overflow_reg = 1'b0;
	end
	if(Selection == Opcode_add | Selection == Opcode_add_inc | Selection == Opcode_inc_A) begin
		Seletion_Sum_Sub_reg = 1'b0;
	end
	else begin
		Seletion_Sum_Sub_reg = 1'b1;
	end
end
assign Enable_overflow = Enable_overflow_reg;
assign Seletion_Sum_Sub = Seletion_Sum_Sub_reg;
assign Signal_A = Data_A[31];
assign Signal_B = Data_B[31];
assign Signal_Result = Data_out[31];
detector_de_flags U1 (Enable_overflow, Data_out, Signal_A, Signal_B, Signal_Result, Seletion_Sum_Sub, 
				Overflow_wire, Zero_wire);
always @( * ) begin
	Overflow = Overflow_wire;
	Zero = Zero_wire;
	if(Enable)begin
		case (Selection)
			Opcode_not: begin
				Data_out = ~Data_A;
			end
			Opcode_and: begin
				Data_out = Data_A & Data_B;
			end
			Opcode_and_not_A: begin
				Data_out = ~Data_A & Data_B;
			end
			Opcode_and_not_B: begin
				Data_out = Data_A & ~Data_B;
			end
			Opcode_nand: begin
				Data_out = ~(Data_A & Data_B);
			end
			Opcode_or: begin
				Data_out = Data_A | Data_B;
			end
			Opcode_or_not_A: begin
				Data_out = ~Data_A | Data_B;
			end
			Opcode_or_not_B: begin
				Data_out = Data_A | ~Data_B;
			end
			Opcode_nor: begin
				Data_out = ~(Data_A | Data_B);			
			end
			Opcode_xor: begin
				Data_out = Data_A ^ Data_B;
			end
			Opcode_xnor: begin
				Data_out = ~(Data_A ^ Data_B);
			end
			Opcode_add: begin
				S[32:0] = Data_A[31:0] + Data_B[31:0];
				Carry_out = S[32];
				Signal = S[31];
				Data_out[31:0] = S[31:0];
			end
			Opcode_add_inc: begin
				S[32:0] = Data_A[31:0] + Data_B[31:0] + 31'd1;
				Carry_out = S[32];		
				Signal = S[31];
				Data_out[31:0] = S[31:0];
			end
			Opcode_inc_A: begin
				S[32:0] = Data_A[31:0] + 31'd1;
				Carry_out = S[32];
				Signal = S[31];
				Data_out[31:0] = S[31:0];
				if(Data_A[31] == 0 && Data_out[31] == 1) begin
					Overflow = 1'b1;
				end
			end
			Opcode_sub: begin
				S[32:0] = Data_A[31:0] - Data_B[31:0];
				Carry_out = S[32];
				Signal = S[31];
				Data_out[31:0] = S[31:0];
			end
			Opcode_sub_dec: begin
				S[32:0] = Data_A[31:0] - Data_B[31:0] - 31'd1;
				Carry_out = S[32];		
				Signal = S[31];
				Data_out[31:0] = S[31:0];
			end
			Opcode_dec_A: begin
				S[32:0] = Data_A[31:0] - 31'd1;
				Carry_out = S[32];
				Signal = S[31];
				Data_out[31:0] = S[31:0];
				if(Data_A[31] == 1 && Data_out[31] == 0) begin
					Overflow = 1'b1;
				end
			end
			Opcode_lsl: begin
				Data_out[31:0] = Data_A[31:0] << Data_B[31:0];
			end
			Opcode_rsl: begin
				Data_out[31:0] = Data_A[31:0] >> Data_B[31:0];
			end			
			Opcode_rsl: begin
				Data_out[31:0] = Data_A[31:0] >>> Data_B[31:0];
			end
		endcase
		Ready = 1'b1;
	end
	else begin
		Ready = 1'b0;
	end
end	
endmodule
module STAGE_EXE(
	Clock_in,
	PC_NEXT_INS_IN,
	PC_NEXT_INS_OUT,
	B_R_Out_1, 
	B_R_Out_2,
	B_R_Data_Write,
	EXTENSOR_DE_SINAL_OUT,
		ULA_Enable,
		ULA_OUT,
		ULA_MUX_Fonte,
		INSTRUC_R_OPULA,
	INSTRUC_OPCODE,
	INSTRUC_BRANCH_COND,
	Enable_FontePC,
	INSTRUC_BRANCH_OP,
	Branch
	);
input wire Clock_in;	
input wire [2:0] INSTRUC_OPCODE;
input wire [4:0] INSTRUC_R_OPULA;
input wire [3:0] INSTRUC_BRANCH_COND;
input wire INSTRUC_BRANCH_OP;
input wire ULA_MUX_Fonte;
wire [31:0] ULA_IN_A;
reg [31:0] ULA_IN_B;
output wire [31:0] ULA_OUT;
input wire ULA_Enable;
wire [4:0] ULA_Selection;
wire ULA_FLAG_Zero, ULA_FLAG_Carry_out, ULA_FLAG_Signal, ULA_FLAG_Overflow, ULA_OUT_Ready;
wire [4:0] UNIDADE_CONTR_ULA_OPULA;
wire [4:0] UNIDADE_CONTR_ULA_Selection;
input wire [31:0] PC_NEXT_INS_IN;
output reg [31:0] PC_NEXT_INS_OUT;
input wire [31:0] EXTENSOR_DE_SINAL_OUT;
input wire [31:0] B_R_Out_1, B_R_Out_2;
output wire [31:0] B_R_Data_Write;
input wire Enable_FontePC;
wire [2:0] Opcode_Jump, Op;
wire [3:0] Cond_to_jump;
wire Signal_Result, Carry_out, Overflow, Zero;
output wire Branch;
assign ULA_IN_A = B_R_Out_1;
assign B_R_Data_Write = B_R_Out_2;
assign UNIDADE_CONTR_ULA_OPULA = INSTRUC_R_OPULA;
assign ULA_Selection = UNIDADE_CONTR_ULA_Selection;
assign Cond_to_jump = INSTRUC_BRANCH_COND;
assign Opcode_Jump = INSTRUC_OPCODE;
assign Op = INSTRUC_BRANCH_OP;
assign Signal_Result = ULA_FLAG_Signal;
assign Overflow = ULA_FLAG_Overflow;
assign Carry_out = ULA_FLAG_Carry_out;
assign Zero = ULA_FLAG_Zero;
unidade_de_controle_ULA UNIDADE_CONTR_ULA (UNIDADE_CONTR_ULA_OPULA,UNIDADE_CONTR_ULA_Selection);
ula_32_bits ULA ( ULA_Selection, ULA_Enable, ULA_IN_A, ULA_IN_B, ULA_OUT, ULA_FLAG_Signal,
			ULA_FLAG_Overflow, ULA_FLAG_Carry_out,ULA_FLAG_Zero, ULA_OUT_Ready);
testador_salto TESTADOR_DE_SALTOS (Enable_FontePC, Opcode_Jump, Op, Cond_to_jump,
			Signal_Result, Carry_out, Overflow,	Zero,	Branch);
always @( * ) begin
	if (ULA_MUX_Fonte) begin
		ULA_IN_B <= B_R_Out_2;
	end
	else begin
		ULA_IN_B <= EXTENSOR_DE_SINAL_OUT;
	end
	PC_NEXT_INS_OUT <= PC_NEXT_INS_IN + EXTENSOR_DE_SINAL_OUT;
end
endmodule
module testador_salto(
			Enable_FontePC,
			Opcode_Jump,
			Op,
			Cond_to_jump,
			Signal_Result,
			Carry_out,
			Overflow,
			Zero,
			Branch
			);
localparam 
	COND_TO_JUMP_NEG				 		= 3'b000,
	COND_TO_JUMP_ZERO						= 3'b001,
	COND_TO_JUMP_CARRY					= 3'b010,
	COND_TO_JUMP_NEG_ZERO 				= 3'b011,
	COND_TO_JUMP_OVERFLOW				= 3'b100
	;
localparam
	JUMP_CONDICIONAL		= 3'b101,
	JUMP_INCONDICIONAL	= 3'b110,
	JUMP_REGISTER			= 3'b111
	;
input wire Enable_FontePC, Op, Signal_Result, Carry_out, Overflow, Zero;
input wire [3:0] Cond_to_jump;
input wire [2:0] Opcode_Jump;
output reg Branch; 
always@ ( * ) begin
	if(Enable_FontePC) begin
		case(Opcode_Jump)
			JUMP_CONDICIONAL: begin
				if(Op) begin
					case ( Cond_to_jump )
						COND_TO_JUMP_NEG: begin
							if(Signal_Result) begin
								Branch = 1'b1;
							end
							else begin
								Branch = 1'b0;
							end
						end
						COND_TO_JUMP_ZERO: begin
							if(Zero) begin
								Branch = 1'b1;
							end
							else begin
								Branch = 1'b0;
							end
						end
						COND_TO_JUMP_CARRY: begin
							if(Carry_out) begin
								Branch = 1'b1;
							end
							else begin
								Branch = 1'b0;
							end
						end
						COND_TO_JUMP_NEG_ZERO: begin
							if(Signal_Result | Zero) begin
								Branch = 1'b1;
							end
							else begin
								Branch = 1'b0;
							end
						end
						COND_TO_JUMP_OVERFLOW: begin
							if(Overflow) begin
								Branch = 1'b1;
							end
							else begin
								Branch = 1'b0;
							end
						end
					endcase
				end
				else begin
					case (Cond_to_jump)
						COND_TO_JUMP_NEG: begin
							if(Signal_Result) begin
								Branch = 1'b0;
							end
							else begin
								Branch = 1'b1;
							end
						end
						COND_TO_JUMP_ZERO: begin
							if(Zero) begin
								Branch = 1'b0;
							end
							else begin
								Branch = 1'b1;
							end
						end
						COND_TO_JUMP_CARRY: begin
							if(Carry_out) begin
								Branch = 1'b0;
							end
							else begin
								Branch = 1'b1;
							end
						end
						COND_TO_JUMP_NEG_ZERO: begin
							if(Signal_Result | Zero) begin
								Branch = 1'b0;
							end
							else begin
								Branch = 1'b1;
							end
						end
						COND_TO_JUMP_OVERFLOW: begin
							if(Overflow) begin
								Branch = 1'b0;
							end
							else begin
								Branch = 1'b1;
							end
						end
					endcase
				end			
			end
			JUMP_INCONDICIONAL: begin
				Branch = 1'b1;
			end
			JUMP_REGISTER: begin
				Branch = 1'b1;
			end
		endcase
	end
	else begin
		Branch = 1'b0;
	end
end
endmodule
module unidade_de_controle_ULA(
			Opula,
			Selection
			);
input wire [4:0] Opula;
output reg [4:0] Selection;
parameter
		Opula_add		= 5'b00000,
		Opula_addinc	= 5'b00001,
		Opula_inca		= 5'b00010,
		Opula_subdec	= 5'b00011,
		Opula_sub		= 5'b00100,
		Opula_deca		= 5'b00101,
		Opula_lsl		= 5'b00110,
		Opula_rsl		= 5'b00111,
		Opula_zeros		= 5'b01000,
		Opula_and		= 5'b01001,
		Opula_andnota	= 5'b01010,
		Opula_andnotb	= 5'b01011,
		Opula_passa		= 5'b01100,
		Opula_passb		= 5'b01101,
		Opula_xor		= 5'b01110,
		Opula_or			= 5'b01111,
		Opula_nand		= 5'b10000,
		Opula_xnor		= 5'b10001,
		Opula_passnota	= 5'b10010,
		Opula_ornota	= 5'b10011,
		Opula_ornotb	= 5'b10100,
		Opula_nor		= 5'b10101,
		Opula_ones		= 5'b10110,
		Opula_asr		= 5'b10110
		;
parameter 
		Opcode_not 				= 5'd0,
		Opcode_and 				= 5'd1,
		Opcode_and_not_A 		= 5'd2,
		Opcode_and_not_B 		= 5'd3,
		Opcode_nand 			= 5'd4,
		Opcode_or 				= 5'd5,
		Opcode_or_not_A 		= 5'd6,
		Opcode_or_not_B 		= 5'd7,
		Opcode_nor 				= 5'd8,
		Opcode_xor 				= 5'd9,
		Opcode_xnor 			= 5'd10,
		Opcode_add 				= 5'd11,
		Opcode_add_inc 		= 5'd12,
		Opcode_inc_A 			= 5'd13,
		Opcode_sub 				= 5'd14,
		Opcode_sub_dec 		= 5'd15,
		Opcode_dec_A 			= 5'd16,
		Opcode_lsl 				= 5'd17,
		Opcode_rsl 				= 5'd18,
		Opcode_asr				= 5'd19
		;	
always @( * ) begin
	case(Opula)
		Opula_add: begin
			Selection = Opcode_add;
		end
		Opula_addinc: begin
			Selection = Opcode_add_inc;
		end
		Opula_inca: begin
			Selection = Opcode_inc_A;
		end
		Opula_subdec: begin
			Selection = Opcode_sub_dec;
		end
		Opula_sub: begin
			Selection = Opcode_sub;
		end
		Opula_deca: begin
			Selection = Opcode_dec_A;
		end
		Opula_lsl: begin
			Selection = Opcode_lsl;
		end
		Opula_rsl: begin
			Selection = Opcode_rsl;
		end
		Opula_zeros: begin
			Selection = Opcode_add;
		end
		Opula_and: begin
			Selection = Opcode_and;
		end
		Opula_andnota: begin
			Selection = Opcode_and_not_A;
		end
		Opula_andnotb: begin
			Selection = Opcode_and_not_B;
		end
		Opula_passa: begin
			Selection = Opcode_add;
		end
		Opula_passb: begin
			Selection = Opcode_or;
		end
		Opula_xor: begin
			Selection = Opcode_xor;
		end
		Opula_or: begin
			Selection = Opcode_or;
		end
		Opula_nand: begin
			Selection = Opcode_nand;
		end
		Opula_xnor: begin
			Selection = Opcode_xnor;
		end
		Opula_passnota: begin
			Selection = Opcode_not;
		end
		Opula_ornota: begin
			Selection = Opcode_or_not_A;
		end
		Opula_ornotb: begin
			Selection = Opcode_or_not_B;
		end
		Opula_nor: begin
			Selection = Opcode_nor;
		end
		Opula_ones: begin
			Selection = Opcode_add;
		end
		Opula_asr: begin
			Selection = Opcode_asr;
		end
	endcase
end
endmodule	
File: flow/run.sh
#!/bin/bash
# OpenROAD 26Q1-2900-gdf79404cd8, Yosys 0.63+post, stock flow scripts
make -C /OpenROAD-flow-scripts/flow DESIGN_CONFIG=/design/flow/config.mk WORK_HOME=/design/flow/orfs finish
File: flow/config.mk
export PLATFORM = sky130hd
export DESIGN_NAME = STAGE_EXE
export DESIGN_NICKNAME = STAGE_EXE
export VERILOG_FILES = /design/flow/design.v
export SDC_FILE = /design/flow/constraint.sdc
export NUM_CORES = 4
export LEC_CHECK = 1
export CORE_UTILIZATION = 40
File: flow/constraint.sdc
current_design STAGE_EXE

set clk_period 14.0
set clk_io_pct 0.2

create_clock -name clk0 -period $clk_period

set non_clock_inputs [all_inputs -no_clocks]
set_input_delay [expr $clk_period * $clk_io_pct] -clock clk0 $non_clock_inputs
set_output_delay [expr $clk_period * $clk_io_pct] -clock clk0 [all_outputs]
==> out/summary.log <==
[status] status finished, final reports clean
[grt] met2 demand-to-capacity share in global routing 0.573
[detailed_routing] average wire per cell in the routed design 26.7 microns
[grt] pin count of the biggest net entering global routing 77
[layout] combinational cell area excluding buffers and inverters 16000 sq um
[job] max-cap check violation count 0
[placement] number of placed instances with taps included 3428
[power] Static Leakage 8.39 nW
[final_timing] fmax 102 MHz
[placement] minimum setup slack after placement 4210 ps
[floorplan] Die X 215 microns
[detailed_routing] Detail Route Antenna Nets 0
[layout] Design Area, Final 20500 sq um
[grt] total overflow reported by the global router 0
[detailed_routing] via count of the routed design 22400
[setup_path] delay of the slowest cell on the worst path 490 ps
[setup_path] crit path capture type output pin
[final_timing] Final Hold Fails 0
[layout] Sequential Area 601 sq um
[logic_synthesis] Synth Register Bits 40
[setup_path] family with the most delay on the worst path AND-OR/OR-AND gates
[logic_synthesis] prevailing post-synth register cell sky130_fd_sc_hd__dlxtn_1
[placement] routability congestion estimate 1.05
[power] power density over cell area 49.0 nW/um^2
[hold_path] Tightest Hold Check Type input pin to output pin
[power] combinational power share 0.974
[logic_synthesis] post-synth design cell area 18100 sq um
[setup_path] critical path arrival 7000 ps
[final_timing] final setup margin 4200 ps
[setup_path] Setup Crit Path Kind input pin to output pin
[clock_tree] Post-CTS Hold Buffers 0
[final_timing] Least-Margin Pin Slew 1060 ps
[power] Clock power frac 0
[setup_path] highest net fanout along the worst path 3
[detailed_routing] aggregate routed wire length 91400 microns
[detailed_routing] violation tally from detailed-route iteration zero 2734
[setup_path] count of cell instances traversed by the critical path 17
[layout] fraction of final layout cells with drive strength greater than 1 0.0430
[floorplan] total die size 46100 sq um
[layout] top logic cell by instance count in the layout sky130_fd_sc_hd__nand2_1
[setup_path] Req. time, crit path 11200 ps
[floorplan] floorplan die height 215 microns
[grt] number of antenna violations at the first check in global routing 1
[floorplan] Placeable Area 44400 sq um
[power] worst vdd ir 0.0238 mV
[setup_path] number of buffers and inverters on the critical path 3
[logic_synthesis] average footprint of a synthesized cell 6.51 sq um
[job] tool warning count 162
[setup_path] slowest stage cell, crit path sky130_fd_sc_hd__clkdlybuf4s50_1
[final_timing] TNS Setup 0 ps
[detailed_routing] iteration count of the initial detailed-routing pass 5
[floorplan] standard-cell rows 77
[logic_synthesis] chip area in the Yosys report 18100 sq um
[hold_path] count of cells along the worst hold path 2
[hold_path] beginning of the worst hold path B_R_Out_2[8]
[grt] met1 usage in global routing 0.542
[logic_synthesis] cell count listed in synth_stat.txt 2781
[floorplan] starting density of the core 0.408
[logic_synthesis] synth top area cells sky130_fd_sc_hd__ha_1 14%, sky130_fd_sc_hd__a21oi_1 7.4%, sky130_fd_sc_hd__nand2_1 6.9%, sky130_fd_sc_hd__o21ai_0 5.9%, sky130_fd_sc_hd__mux2i_1 5.8%
[setup_path] cell chain of the critical path clkdlybuf4s50_1 > ha_1 > inv_1 > fa_1 > nor2b_1 > o21ai_0 > a21boi_0 > o211ai_1 > a21oi_1 > o211ai_1 > nand2_1 > a21o_1 > or4_1 > a41o_1 > a21oi_1 > xnor2_1 > clkdlybuf4s50_1
[final_timing] Final min period 9800 ps
[detailed_routing] Antenna Cells 0
[power] P_int 397 uW
[placement] Detailed Place HPWL 72200 microns
[placement] post-place instance area 20500 sq um
[clock_tree] Setup Fix Bufs, Post-CTS 0
[final_timing] Tcrit/Tclk final 0.700
[grt] Tot GR Track Use 0.388
[final_timing] number of register pins that no clock reaches 40
[power] sequential fraction of design power 0.026
[setup_path] type of element launching the critical path input pin
[final_timing] number of max-slew violations in the final report 0
[logic_synthesis] Cell Type Count 107
[logic_synthesis] ys async rst share 0
[logic_synthesis] largest area contributor in the synthesized netlist sky130_fd_sc_hd__ha_1
[layout] number of standard cells in the layout, taps in and fillers out 3428
[placement] quantity of I/O buffers inserted on ports 241
[grt] vias in the first global route 20400
[layout] Fillers 4520
[logic_synthesis] count of mapped cells out of synthesis 2781
[floorplan] number of placed I/O pins 242
[final_timing] worst-case headroom to the max-slew limit 0.291
[grt] most used routing layer met2
[logic_synthesis] Post-synth EDFFs 0
[layout] area added between synthesis and finish 13.3%
[power] switching part of the total power 0.605
[final_timing] endpoints left unconstrained 73
[clock_tree] number of gates resized after CTS 0
[logic_synthesis] number of warnings issued by yosys 5
[power] Net Switching 609 uW
[detailed_routing] DRC violation count after routing 0
[logic_synthesis] post-synth top area share 0.135
[final_timing] final setup violation count 0
[hold_path] terminating pin of the worst hold path B_R_Data_Write[8]
[grt] met3 Usage GRT 0.0943
[layout] final core utilization 0.462
[grt] global-route wire length before repair 133000 microns
[layout] highest-count cells in the layout ignoring fill and taps 331 x sky130_fd_sc_hd__nand2_1, 266 x sky130_fd_sc_hd__a21oi_1, 264 x sky130_fd_sc_hd__nor2_1
[detailed_routing] number of vias per cell 6.55
[final_timing] RSZ-0062 raised after global routing no
-- logic make-up after synthesis --
kind of cell | Yosys count | synth area share
multiplexers | 113 | 0.0661
adder cells (fa/ha/maj) | 199 | 0.139
buffers and inverters | 337 | 0.0874
latches | 40 | 0.0332
AND-OR/OR-AND | 932 | 0.333
AND/OR/NAND/NOR | 1008 | 0.266
XOR/XNOR | 152 | 0.0748
-- Yosys cell counts, types with 9 or more instances --
cell type / number
sky130_fd_sc_hd__and3_1: 36
sky130_fd_sc_hd__o2111ai_1: 18
sky130_fd_sc_hd__a221o_1: 20
sky130_fd_sc_hd__ha_1: 196
sky130_fd_sc_hd__or3_1: 11
sky130_fd_sc_hd__a31oi_1: 31
sky130_fd_sc_hd__o22ai_1: 20
sky130_fd_sc_hd__nand2_1: 331
sky130_fd_sc_hd__nor4_1: 47
sky130_fd_sc_hd__xnor2_1: 107
sky130_fd_sc_hd__a21o_1: 57
sky130_fd_sc_hd__a32oi_1: 14
sky130_fd_sc_hd__a21boi_0: 10
sky130_fd_sc_hd__clkbuf_8: 12
sky130_fd_sc_hd__a211oi_1: 30
sky130_fd_sc_hd__nand3_1: 79
sky130_fd_sc_hd__a221oi_1: 29
sky130_fd_sc_hd__o21a_1: 13
sky130_fd_sc_hd__and2_1: 20
sky130_fd_sc_hd__mux2i_1: 105
sky130_fd_sc_hd__clkbuf_1: 145
sky130_fd_sc_hd__dlxtn_1: 40
sky130_fd_sc_hd__o211ai_1: 61
sky130_fd_sc_hd__o31ai_1: 11
sky130_fd_sc_hd__and4_1: 9
sky130_fd_sc_hd__a22oi_1: 22
sky130_fd_sc_hd__nand4_1: 45
sky130_fd_sc_hd__buf_4: 34
sky130_fd_sc_hd__nor3_1: 53
sky130_fd_sc_hd__nor2_1: 271
sky130_fd_sc_hd__inv_1: 96
sky130_fd_sc_hd__o221ai_1: 26
sky130_fd_sc_hd__nor2b_1: 26
sky130_fd_sc_hd__nand2b_1: 23
sky130_fd_sc_hd__o21ai_0: 213
sky130_fd_sc_hd__o21bai_1: 9
sky130_fd_sc_hd__buf_1: 31
sky130_fd_sc_hd__a2111oi_0: 17
sky130_fd_sc_hd__xor2_1: 42
sky130_fd_sc_hd__a21oi_1: 266
-- metrics by stage --
step                power [mW]  hold WS, ps
floorplan                0.632         5670
global placement         0.971         6460
detailed placement       0.971         6450
CTS                      0.977         6460
global route              1.08         6480
finish                    1.01         6460
-- flip-flops by register name, summed over array words and instances, names as in the netlist --
signal                       flops
ULA.Carry_out                    1
TESTADOR_DE_SALTOS.Branch        1
ULA.Signal                       1
ULA.Data_out                    32
UNIDADE_CONTR_ULA.Selection      5
-- worst max-delay path by stage --
stage,startpoint,endpoint,slack [ps]
final,EXTENSOR_DE_SINAL_OUT[0],PC_NEXT_INS_OUT[30],4200
after global routing,EXTENSOR_DE_SINAL_OUT[1],PC_NEXT_INS_OUT[31],3820
after CTS,EXTENSOR_DE_SINAL_OUT[0],PC_NEXT_INS_OUT[30],4190
-- layer usage --
metal	vias up	wire length, microns
met1	10400	37800
met4	2	4540
met5	-	14
li1	10300	-
met3	209	10900
met2	1481	38200
-- layout make-up --
type                            instances  area share
Timing Repair Buffer                  291       0.136
Inverter                              101      0.0185
Sequential cell                        40      0.0293
Tap cell                              592      0.0361
Multi-Input combinational cell       2404       0.781
-- power groups by stage --
stage	Clock, mW	Sequential (mW)	Combinational (mW)
after CTS	0	0.0259	0.951
after global routing	0	0.0271	1.05
final	0	0.0264	0.980
Power and IR drop assume default switching activity.
