### design.v
module STAGE_WB(
input wire Clock_in,
input wire [31:0] MEM_DATA_OUT,
input wire [31:0] ULA_OUT,
output reg [31:0] B_R_Data_to_write,
input wire CS_UC_MemPara_B_Reg
	);
always @( * ) begin
	if(CS_UC_MemPara_B_Reg) begin
		B_R_Data_to_write <= MEM_DATA_OUT;
	end
	else begin
		B_R_Data_to_write <= ULA_OUT;
	end
end	
endmodule
### config.mk
export PLATFORM = sky130hd
export DESIGN_NAME = STAGE_WB
export DESIGN_NICKNAME = STAGE_WB
export VERILOG_FILES = /design/flow/design.v
export SDC_FILE = /design/flow/constraint.sdc
export NUM_CORES = 4
export LEC_CHECK = 1
export CORE_AREA = 10 10 70 70
export DIE_AREA = 0 0 80 80
### constraint.sdc
current_design STAGE_WB

set clk_period 1.0
set clk_io_pct 0.2

create_clock -name clk0 -period $clk_period

set non_clock_inputs [all_inputs -no_clocks]
set_input_delay [expr $clk_period * $clk_io_pct] -clock clk0 $non_clock_inputs
set_output_delay [expr $clk_period * $clk_io_pct] -clock clk0 [all_outputs]
### run.sh
#!/bin/bash
# OpenROAD 26Q1-2900-gdf79404cd8, Yosys 0.63+post, stock flow scripts
make -C /OpenROAD-flow-scripts/flow DESIGN_CONFIG=/design/flow/config.mk WORK_HOME=/design/flow/orfs finish
==> summary.txt <==
status: finished, violations left
violated checks: setup timing
Cells after Synth: 36
final worst slack: -0.0920 ns
CP Class: in -> out
gr ovfl total: 0
largest net degree at the start of global routing: 7
Post-CTS Setup Inserts: 0
Die H: 80 µm
Vias: 693
DP HPWL: 2420 µm
Top cell area share: 0.828
Tot Pwr: 632 µW
Routed WL per cell: 16.0 µm
yosys stat cell total: 36
placed cells: 177
hold crit path type: in -> out
final hold vios: 0
worst hold start: MEM_DATA_OUT[25]
most frequent cell after synthesis: mux2_4
ant diodes: 0
chip area: 6400 µm²
Core Area: 3420 µm²
synthesized cell area: 544 µm²
clk_buf instances: 0
Seq cells: 0
I/O pin total: 98
Max-slew headroom: 0.955
OpenROAD warnings: 35
distinct lib cells: 4
post-route ant nets: 0
RSZ-0062 raised after global routing: true
drt drc: 0
fin. max-slew vios: 0
Via density: 3.83
Worst Path Max Fanout: 6
DR pass1 iterations: 2
worst path required time: 0.80 ns
Setup crit start kind: primary input
layout cells sized above 1: 0.526
Initial Util: 0.159
Setup crit end kind: output port
hold_buf cts: 0
TNS Setup: -2.60 ns
pwr/cell area: 398 nW/µm²
total track usage: 0.0834
# setup viols final: 32
worst hold path cell count: 3
Synth Seq Share: 0
DRT Wirelength: 2890 µm
global placer's final weighted congestion: 0.770
Top cells by area: mux2_4 83%, buf_12 11%, mux2_2 4.1%, buf_6 2.1%
violation count after the first detailed-routing iteration: 8
Hold Path End: B_R_Data_to_write[25]
Tmin final: 1.09 ns
port bufs: 97
vias in the first global route: 762
f_max: 0.916 GHz
Syn Area/Cell: 15.1 µm²
top cells by count: 30 x mux2_4, 3 x buf_12, 2 x mux2_2
YS chip area: 544 µm²
LEAKAGE: 0.858 nW
Yosys top cell by area: mux2_4
die width: 80 µm
Post-Layout Cell Count: 181
Max-Cap Viols: 0
FP Rows: 21
area delta synth->final: 191%
Least-Margin Pin Slew: 0.0673 ns
global-route wire length before repair: 4350 µm
final worst path period share: 1.09
Reg area: 0 µm²
crit path DAT: 0.89 ns
initial antenna violation count: 0
maximum VDD drop: 0.164 mV
Syn. warnings: 1
-- cell families after synthesis --
logic type             Yosys count  synth area share
multiplexers                    32             0.869
buffers and inverters            4             0.131
-- through the flow --
step                      setup slack, ns   util  cell area, µm²  hold slack (ns)
after global routing               -0.109  0.464            1590            0.812
after floorplan                    0.0669      -             544            0.498
after CTS                         -0.0898  0.451            1540            0.798
final                             -0.0920  0.464            1590            0.795
after global placement             -0.494  0.446            1520             1.35
after detailed placement           -0.502  0.446            1520             1.35
-- per-layer routing --
| metal | share of wire | up-vias | track usage |
|---|---|---|---|
| met5 | 0 | - | 0 |
| met4 | 0 | 0 | 0 |
| met3 | 0.10 | 0 | 0.0318 |
| met2 | 0.49 | 51 | 0.148 |
| met1 | 0.40 | 302 | 0.0982 |
| li1 | - | 340 | - |
-- where the power goes --
group / internal [mW] / switching [mW] / total [mW]
Sequential: 0 / 0 / 0
Clock: 0 / 0 / 0
Combinational: 0.490 / 0.141 / 0.632
-- layout by cell type (no fill, tap or decap) --
cell and instances:
mux2_4 32, buf_2 8, buf_6 24, buf_16 5, buf_12 2, dlygate4sd2_1 64
-- worst max-delay path, stage by stage --
cell	delay (ns)
buf_16	0.13
buf_16	0.15
mux2_4	0.30
buf_6	0.11
-- timing repair --
action | 4_1_cts | 5_1_grt
setup endpoints to repair | 32 | 32
cloned | 4 | 0
resized | 191 | 7
-- worst max-delay path by stage --
| stage | startpoint | to |
|---|---|---|
| final | CS_UC_MemPara_B_Reg | B_R_Data_to_write[28] |
| after CTS | CS_UC_MemPara_B_Reg | B_R_Data_to_write[15] |
| after global routing | CS_UC_MemPara_B_Reg | B_R_Data_to_write[28] |
-- cell type report --
cell class / instances / area (µm²)
fillers: 336 / 1830
repair buffers: 103 / 1050
multi-input cells: 32 / 480
well taps: 46 / 57.6
Power and IR drop assume default switching activity.
